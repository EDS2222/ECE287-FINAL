<file path="design/flow/design.v">
module HexGravJump (
    input [17:0] SW,
    input [3:0] KEY,
    input wire CLOCK_50,
	 output reg [7:0] LEDG,
    output reg [6:0] HEX0, 
	 output reg [6:0] HEX1, 
	 output reg [6:0] HEX2, 
	 output reg [6:0] HEX3, 
	 output reg [6:0] HEX4, 
	 output reg [6:0] HEX5, 
	 output reg [6:0] HEX6,
	 output reg [6:0] HEX7
    );
	parameter [4:0] IDLE 	= 5'b00001;
	parameter [4:0] select1 = 5'b00010;
	parameter [4:0] check1 	= 5'b00011;
	parameter [4:0] select2 = 5'b00100;
	parameter [4:0] check2	= 5'b00101;
	parameter [4:0] select3 = 5'b00110;
	parameter [4:0] check3 	= 5'b00111;
	parameter [4:0] select4 = 5'b01000;
	parameter [4:0] check4 	= 5'b01001;
	parameter [4:0] select5 = 5'b01010;
	parameter [4:0] check5	= 5'b01011;
	parameter [4:0] select6 = 5'b01100;
	parameter [4:0] check6 	= 5'b01101;
	parameter [4:0] select7 = 5'b01110;
	parameter [4:0] lose 	= 5'b10000;
	parameter [4:0] win 		= 5'b10001;
	reg [4:0] s;
	reg [4:0] ns;
	reg [34:0] count;
	reg [34:0] dout;
	always @(posedge CLOCK_50 or posedge SW[17]) begin
		if (SW[17]) begin
			s <= IDLE;
		end else begin
			if (count < 25000000) begin
				count <= count + 1;
			end else begin
				s <= ns;
			end
		end
	end
	always @(posedge CLOCK_50) begin
		if (dout < 25000000) begin
			dout <= dout + 1;
		end else begin
			dout <= 0;
			case (s)
				IDLE: if (SW[1] == 1) begin
							ns <= select1;
						end else begin
							ns <= IDLE;
						end
				select1: ns <= check1;
				check1: 	if (SW[0] == 1) begin
								ns <= select2;
							end else begin
								ns <= lose;
							end
				select2: ns <= check2;
				check2: if (SW[0] == 0) begin
								ns <= select3;
							end else begin
								ns <= lose;
							end
				select3: ns <= check3;
				check3: if (SW[0] == 0) begin
								ns <= select4;
							end else begin
								ns <= lose;
							end
				select4: ns <= check4;
				check4: if (SW[0] == 1) begin
								ns <= select5;
							end else begin
								ns <= lose;
							end
				select5: ns <= check5;
				check5: if (SW[0] == 1) begin
								ns <= select6;
							end else begin
								ns <= lose;
							end
				select6: ns <= check6;
				check6: if (SW[0] == 0) begin
								ns <= win;
							end else begin
								ns <= lose;
							end
				select7: ns <= win;
				lose: ns <= lose;
				win: ns <= win;
				default: ns  = IDLE;
			endcase
		end
	end
	always @(*) begin
		if (SW[0] == 1) begin
			LEDG[0] = 1;
		end else begin
			LEDG[0] = 0;
		end
		if (SW[1] == 1) begin
			LEDG[1] = 1;
		end else begin
			LEDG[1] = 0;
		end
		if (SW[17]) begin
			LEDG[4] = 1;
		end else begin
			LEDG[4] = 0;
		end
		if (s == IDLE) begin
			HEX7 = 7'b1111111;                           
			HEX6 = 7'b1110111;
			HEX5 = 7'b1110111;
			HEX4 = 7'b1111110;
			HEX3 = 7'b1111110;
			HEX2 = 7'b1110111;
			HEX1 = 7'b1110111;
			HEX0 = 7'b1111110;
		end if (s == select1) begin
			if (SW[0] == 0) begin
							HEX7 = 7'b1110111;  
							HEX6 = 7'b1110111;
							HEX5 = 7'b1110111;
							HEX4 = 7'b1111110;
							HEX3 = 7'b1111110;
							HEX2 = 7'b1110111;
							HEX1 = 7'b1110111;
							HEX0 = 7'b1111110;
			end if (SW[0] == 1) begin
							HEX7 = 7'b1111110;  
							HEX6 = 7'b1110111;
							HEX5 = 7'b1110111;
							HEX4 = 7'b1111110;
							HEX3 = 7'b1111110;
							HEX2 = 7'b1110111;
							HEX1 = 7'b1110111;
							HEX0 = 7'b1111110;
			end
		end if (s == select2 || s == check1) begin
			if (SW[0] == 0) begin
							HEX7 = 7'b1111001;
							HEX6 = 7'b1110111;  
							HEX5 = 7'b1110111;
							HEX4 = 7'b1111110;
							HEX3 = 7'b1111110;
							HEX2 = 7'b1110111;
							HEX1 = 7'b1110111;
							HEX0 = 7'b1111110;
			end if (SW[0] == 1) begin
							HEX7 = 7'b1111001;
							HEX6 = 7'b1111110;  
							HEX5 = 7'b1110111;
							HEX4 = 7'b1111110;
							HEX3 = 7'b1111110;
							HEX2 = 7'b1110111;
							HEX1 = 7'b1110111;
							HEX0 = 7'b1111110;
			end
		end if (s == select3 || s == check2) begin
			if (SW[0] == 1) begin
							HEX7 = 7'b1111111;
							HEX6 = 7'b1111001;
							HEX5 = 7'b1111110;  
							HEX4 = 7'b1111110;
							HEX3 = 7'b1111110;
							HEX2 = 7'b1110111;
							HEX1 = 7'b1110111;
							HEX0 = 7'b1111110;
			end if (SW[0] == 0) begin
							HEX7 = 7'b1111111;
							HEX6 = 7'b1111001;
							HEX5 = 7'b1110111;  
							HEX4 = 7'b1111110;
							HEX3 = 7'b1111110;
							HEX2 = 7'b1110111;
							HEX1 = 7'b1110111;
							HEX0 = 7'b1111110;
			end
		end if (s == select4 || s == check3) begin
			if (SW[0] == 1) begin
							HEX7 = 7'b1111111;
							HEX6 = 7'b1111111;
							HEX5 = 7'b1111001;
							HEX4 = 7'b1111110;  
							HEX3 = 7'b1111110;
							HEX2 = 7'b1110111;
							HEX1 = 7'b1110111;
							HEX0 = 7'b1111110;
			end if (SW[0] == 0) begin
							HEX7 = 7'b1111111;
							HEX6 = 7'b1111111;
							HEX5 = 7'b1111001;
							HEX4 = 7'b1110111;  
							HEX3 = 7'b1111110;
							HEX2 = 7'b1110111;
							HEX1 = 7'b1110111;
							HEX0 = 7'b1111110;
			end
		end if (s == select5 || s == check4) begin
			if (SW[0] == 0) begin
							HEX7 = 7'b1111111;
							HEX6 = 7'b1111111;
							HEX5 = 7'b1111111;
							HEX4 = 7'b1111001;
							HEX3 = 7'b1110111;  
							HEX2 = 7'b1110111;
							HEX1 = 7'b1110111;
							HEX0 = 7'b1111110;
			end if (SW[0] == 1) begin
							HEX7 = 7'b1111111;
							HEX6 = 7'b1111111;
							HEX5 = 7'b1111111;
							HEX4 = 7'b1111001;
							HEX3 = 7'b1111110;  
							HEX2 = 7'b1110111;
							HEX1 = 7'b1110111;
							HEX0 = 7'b1111110;
			end
		end if (s == select6 || s == check5) begin
			if (SW[0] == 0) begin
							HEX7 = 7'b1111111;
							HEX6 = 7'b1111111;
							HEX5 = 7'b1111111;
							HEX4 = 7'b1111111;
							HEX3 = 7'b1111001;
							HEX2 = 7'b1110111;  
							HEX1 = 7'b1110111;
							HEX0 = 7'b1111110;
			end if (SW[0] == 1) begin
							HEX7 = 7'b1111111;
							HEX6 = 7'b1111111;
							HEX5 = 7'b1111111;
							HEX4 = 7'b1111111;
							HEX3 = 7'b1111001;
							HEX2 = 7'b1111110;  
							HEX1 = 7'b1110111;
							HEX0 = 7'b1111110;
			end
		end if (s == select7 || s == check6) begin
			if (SW[0] == 1) begin
							HEX7 = 7'b1111111;
							HEX6 = 7'b1111111;
							HEX5 = 7'b1111111;
							HEX4 = 7'b1111111;
							HEX3 = 7'b1111111;
							HEX2 = 7'b1111001;
							HEX1 = 7'b1111110;  
							HEX0 = 7'b1111110;
			end if (SW[0] == 0) begin
							HEX7 = 7'b1111111;
							HEX6 = 7'b1111111;
							HEX5 = 7'b1111111;
							HEX4 = 7'b1111111;
							HEX3 = 7'b1111111;
							HEX2 = 7'b1111001;
							HEX1 = 7'b1110111;  
							HEX0 = 7'b1111110;
			end
		end if (s == win) begin
			HEX7 = 7'b1111110;                            
			HEX6 = 7'b1111110;
			HEX5 = 7'b1000011;  
			HEX3 = 7'b1111110;   
			HEX4 = 7'b1110001;  
			HEX2 = 7'b1111110; 
			HEX1 = 7'b1111110;  
			HEX0 = 7'b1111110;
		end if (s == lose) begin
			HEX7 = 7'b1110111;
			HEX6 = 7'b1110111;
			HEX3 = 7'b1000111;  
			HEX2 = 7'b1000000;  
			HEX1 = 7'b0010010;  
			HEX0 = 7'b0000110;  
			HEX5 = 7'b1110111;
			HEX4 = 7'b1110111;
		end
	end
endmodule
</file>
<file path="design/flow/run.sh">
#!/bin/bash
# OpenROAD 26Q1-2900-gdf79404cd8, Yosys 0.63+post, stock flow scripts
make -C /OpenROAD-flow-scripts/flow DESIGN_CONFIG=/design/flow/config.mk WORK_HOME=/design/flow/orfs finish
</file>
<file path="design/flow/config.mk">
export PLATFORM = sky130hd
export DESIGN_NAME = HexGravJump
export DESIGN_NICKNAME = HexGravJump
export VERILOG_FILES = /design/flow/design.v
export SDC_FILE = /design/flow/constraint.sdc
export NUM_CORES = 4
export LEC_CHECK = 1
export CORE_UTILIZATION = 50
</file>
<file path="design/flow/constraint.sdc">
current_design HexGravJump

set clk_period 5.5
set clk_io_pct 0.2

create_clock -name clk0 -period $clk_period [get_ports {CLOCK_50}]

set non_clock_inputs [all_inputs -no_clocks]
set_input_delay [expr $clk_period * $clk_io_pct] -clock clk0 $non_clock_inputs
set_output_delay [expr $clk_period * $clk_io_pct] -clock clk0 [all_outputs]
</file>
==> results.txt <==
Multiplexer share - 0.00905
Worst min path class - reg -> reg
Cells resized by post-CTS repair - 0
OpenROAD warnings - 45
Unrepaired setup endpoints after global routing - no
Post-synthesis share of cell area spent on and, or, nand and nor gates - 0.229
Number of antenna-violating nets in the routed design - 0
Endpoint kind of the worst setup timing path - primary output
Power density of the placed cells - 360 mW/mm²
Required arrival time at the worst endpoint - 4.40 ns
Share of Yosys cell area claimed by the top area cell type - 0.193
Routability cong. - 0.890
Largest stage delay on the critical path - 0.88 ns
Final period demand of the worst path - 3.67 ns
Cell Area, Synth - 0.00622 mm²
Mean instance size in the synthesized netlist - 9.07 µm²
FF/Latch Area - 0.00287 mm²
Core outline area - 0.0121 mm²
Clock tree root buffer cell - clkbuf_16
Width of the die - 114 µm
Post-cts hold buffer count - 0
Pint - 1.68 mW
Xor-xnor portion of the synthesized cell area - 0.0774
Number of maximum-capacitance violations - 0
EDFF count, synth - 40
Most popular library cell in the synthesized design by count - nor2_1
Startpoint type of the worst setup path - input port
Share of the core filled by cells before placement - 0.516
Final clock skew - 0.00626 ns
H-tree depth reported by CTS - 3
Pin count of the biggest net entering global routing - 48
Worst path top cell family by delay - buffers and inverters
Cell area after placement - 0.00695 mm²
Number of different library cells in the post-synthesis netlist - 78
First-pass GRT wire length - 21800 µm
Number of setup buffers added after CTS - 0
Yosys synthesis warning count - 62
Detailed placer's ending HPWL - 9010 µm
Clock group share of total power - 0.207
Number of rows in the core area - 40
Count of unclocked register or latch pins - 56
Post-synthesis compound-gate area fraction - 0.172
CP cell instances - clkdlybuf4s50_1 > clkdlybuf4s50_1
Max-slew headroom at the worst pin - 0.466
Synth area leaders - edfxtp_1 (19%), dlxtn_1 (14%), dfxtp_1 (11%), nor2_1 (5.2%), xnor2_1 (5.1%)
N_diodes - 0
Class of the most critical setup path - in -> out
IR Drop Worst-Case VDD - 0.221 mV
Number of primary I/O pins - 87
Setup Viol. Count Final - 0
Post-DR vias/cell - 5.50
Cells after DPL - 895
Buf/Inv on CP - 2
Number of DRC violations after detailed routing - 0
Top cell by count, worst path - clkdlybuf4s50_1
Post-route cell area - 0.00722 mm²
Commonest cells in the synthesized netlist - nor2_1 (86), nand2_1 (60), dlxtn_1 (56)
Final Max Tran Viols - 0
Clock tree from TritonCTS - done
Sw frac - 0.353
Layout overhead on the synthesized area - 16.1%
Number of buffers added by the clock tree synthesis step - 9
Fraction of layout instances using a drive strength above 1 - 0.0754
Net switching power figure - 0.919 mW
Post-synthesis cell type with the largest combined area - edfxtp_1
Clock Pin Slew Worst Setup and Hold Paths - 0.05 ns
Setup TNS - 0 ns
Number of unconstrained endpoints - 112
Overall die height - 114 µm
Worst-skew pair later-pin latency - 0.33 ns
Synthesized flop and latch total - 136
Leak - 2.66 nW
Maximum achievable frequency - 0.272 GHz
Slowest stage cell, crit path - clkdlybuf4s50_1
Die Size - 0.0129 mm²
Relative contribution of combinational cells to total power - 0.388
Biggest combinational cell group after synthesis - simple AND/OR/NAND/NOR gates
Port Buffers - 62
Arrival @ worst endpoint - 2.57 ns
Gate Count Post-Synth - 686
FILL cells - 1019
Slew @ Worst Pin - 0.794 ns
Number of vias after detailed routing - 5008
Result of the run - finished, final reports clean
Via count of the first global-routing pass - 4496
Tot GR Track Use - 0.216
Max clock buf depth - 2
Final period util - 0.668
Total gr overflow - 0
Post-Synth Adder-Cell Area - 0.00402
Critical-path maximum fanout - 16
Router iterations before antenna repair - 4
Final standard cell count with taps included and fillers excluded - 911
Async SR Flop Fraction - 0.0368
# Cells Yosys - 686
Total count of hold-check failures in the final report - 0
Post-detailed-route wirelength per cell - 14.5 µm
Chip area in the Yosys report - 0.00622 mm²
Detailed-route wire length - 13200 µm
Portion of total power attributed to sequential cells - 0.405
Most used DFF post-synth - dlxtn_1
Multi-input logic area - 0.00312 mm²
Number of violations reported at the end of detailed-routing iteration 0 - 410
Minimum hold slack - 0.460 ns
Initial antenna violation count - 0
==> layout make-up <==
type	count	area share
timing repair buffer	70	0.0942
sequential	136	0.397
clock buffer	15	0.0371
tap	168	0.0291
inverter	19	0.00987
clock inverter	1	0.000693
multi-input combinational	502	0.432
==> per-stage QoR <==
step / utilization / setup WS, ns / power (mW)
after floorplan: - / 2.17 / 1.72
after global placement: 0.576 / 1.82 / 2.05
after detailed placement: 0.576 / 1.87 / 2.07
after CTS: 0.599 / 1.86 / 2.61
after global routing: 0.599 / 1.76 / 2.78
final: 0.599 / 1.83 / 2.60
==> state kept, by name (all words and copies together) (netlist names) <==
name and cells:
HEX0 7, HEX1 7, HEX2 7, HEX3 7
HEX4 7, HEX5 7, HEX6 7, HEX7 7
count 35, dout 35, ns 5, s 5
==> cells in the final DEF, fill, tap and decap left out, types with 5 or more instances in the layout <==
master           Yosys  routed
a21oi_1             40      40
dfxtp_1             35      35
nor3_1               9       9
xnor2_1             36      36
buf_4                9       8
and2_1               6       6
o21ai_0             42      42
a211oi_1             8       8
nand4_1              6       6
nand3_1             23      23
a31oi_1              5       5
clkbuf_16            0       9
nor4_1               5       5
nand2_1             60      59
dlxtn_1             56      56
or4_1                5       5
o21a_1              12      12
conb_1               1      15
o22ai_1              8       8
mux2_2               5       5
inv_1               18      18
and3_1               6       6
nand2b_1            21      21
clkdlybuf4s50_1      0      62
a22oi_1              5       5
edfxtp_1            40      40
xor2_1              19      19
nor2_1              86      85
==> power by group through the flow <==
stage	clock network, mW	registers (mW)	logic (mW)
final	0.538	1.05	1.01
after global routing	0.575	1.07	1.13
after CTS	0.552	1.05	1.01
==> worst paths after layout <==
path	slack, ns	startpoint	cells after the start	endpoint
setup / recovery	1.83	SW[0]	2	LEDG[0]
hold / removal	0.46	dout[0]	1	dout[0]
setup reg to reg	3.15	count[6]	5	count[24]
hold reg to reg	0.46	dout[0]	1	dout[0]
max in group asynchronous	4.17	SW[17]	2	s[0]
min in group asynchronous	1.09	SW[17]	2	s[2]
==> per-layer routing <==
| layer | global-route usage | part of all wire | vias up |
|---|---|---|---|
| li1 | - | - | 2522 |
| met1 | 0.369 | 0.50 | 2309 |
| met2 | 0.298 | 0.42 | 158 |
| met3 | 0.0411 | 0.061 | 19 |
| met4 | 0.0439 | 0.014 | 0 |
| met5 | 0 | 0 | - |
==> cell families (layout without fill, tap and decap cells) <==
kind of cell	Yosys count	in the layout
xor+xnor	55	55
latches	56	56
simple gates	266	266
buf+inv	62	105
mux	5	5
fa+ha+maj	2	2
compound gates	159	159
flops	80	80
other cells	1	15
No activity file was given, so power comes from the tool's default toggle rates.
